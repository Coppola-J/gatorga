### flow/config.mk
export PLATFORM = sky130hd
export DESIGN_NAME = tmds_encode
export DESIGN_NICKNAME = tmds_encode
export VERILOG_FILES = /design/flow/design.v
export SDC_FILE = /design/flow/constraint.sdc
export NUM_CORES = 4
export LEC_CHECK = 1
export CORE_UTILIZATION = 50
### flow/design.v
package params;
    parameter HRES = 1280;
    parameter VRES = 720;
    parameter PLAYABLE_AREA_H = 1280;
    parameter PLAYABLE_AREA_V = 720;
    parameter READY_COLOR = 24'hE5FF52;  
    parameter TITLE_COLOR = 24'h660094;  
    parameter PADDLE_VEL = 16;
    parameter PADDLE_W = 50;                 
    parameter PADDLE_H = 20;                 
    parameter PADDLE_COLOR = 24'hFF3C00;     
    parameter PUT = 2'h0;                    
    parameter LEFT = 2'h1;                   
    parameter RIGHT = 2'h2;                  
    parameter OBJECT_VEL = 0;    
    parameter OBJECT_COLOR = 24'h00FF90;          
    parameter OBJ_SIZE = 50;               
    parameter [1:0] DOWN_RIGHT = 2'b00;    
    parameter [1:0] DOWN_LEFT  = 2'b01;    
    parameter [1:0] UP_RIGHT   = 2'b10;    
    parameter [1:0] UP_LEFT    = 2'b11;    
    parameter GAMEOVER_H = 200;
    parameter GAMEOVER_VSTART = (VRES - GAMEOVER_H) >> 1;
    parameter RESTART_PAUSE = 128;
    parameter COLOR_GMO = 24'hDD4F83;
    parameter BULLET_W = 4;
    parameter BULLET_H = 16;
    parameter BULLET_SPEED = 16;
    parameter [23:0] BULLET_COLOR = 24'hFFFFFF;  
    parameter ENEMY_W = 32;
    parameter ENEMY_H = 28;
    parameter ENEMY_SPEED = 1;            
    parameter [23:0] ENEMY_COLOR = 24'h00AAFF;  
    parameter DROP = 32;
    parameter ALIEN_START = (VRES - PADDLE_H - BULLET_H) - (DROP * 17);  
    parameter SPACING_X = 50;
    parameter SPACING_Y = 16;
    parameter ENEMY_BULLET_COLOR = 24'hFF0000;  
    parameter NUM_COLS = 6;
    parameter NUM_ROWS = 10;
    parameter ALIEN_HSTART = (HRES - ((NUM_COLS * ENEMY_W) + ((NUM_COLS - 1) * SPACING_X))) / 2;
    parameter ALIEN_VSTART = (VRES - PADDLE_H - BULLET_H) - (DROP * 18);
    parameter ENEMY_BULLET_SPEED = 1;
endpackage
module tmds_encode(
        input pixel_clk, 
        input rst, 
        input [1:0] ctl, 
        input active, 
        input [7:0] pdata,
        output [9:0] tmds_data
    );
integer i,j; 
reg [8:0] p_xor ; 
reg [8:0] p_xnor ; 
reg active_1 ; 
reg [1:0] ctl_1; 
reg [7:0] pdata_1;
reg [3:0] ones_1;  
reg [3:0] ones_xor;   
reg [3:0] ones_xnor;   
reg active_2 ; 
reg [1:0] ctl_2; 
reg [8:0] pdata_2;
reg [3:0] ones_2;  
reg [3:0] zeros_2; 
reg signed [5:0] diff_2 ; 
reg signed [5:0] disparity ; 
reg [9:0] tdata; 
always @(*) 
begin 
    p_xor [0] = pdata [0] ; 
    for (i = 1 ; i < 8 ; i = i + 1) begin 
        p_xor [i] = p_xor [i - 1] ^ pdata [i] ;
    end 
    p_xor [8] = 1'b1; 
end 
always @(*) 
begin 
    p_xnor [0] = pdata [0] ; 
    for (j = 1 ; j < 8 ; j = j + 1) begin 
        p_xnor [ j ] = p_xnor [ j - 1] ~^ pdata [j] ;
    end 
    p_xnor [8] = 1'b0; 
end 
always @ (posedge pixel_clk) 
begin 
    active_1    <= active; 
    ctl_1       <= ctl;
    pdata_1     <= pdata; 
    ones_1      <= pdata [ 0]  + pdata [ 1] + pdata [ 2]  + pdata [ 3] + pdata [ 4] + pdata [ 5] +pdata [ 6] + pdata [ 7] ; 
    ones_xor    <= p_xor [ 0 ] + p_xor [ 1 ] + p_xor [ 2 ] + p_xor [ 3 ] + p_xor [ 4 ] + p_xor [ 5 ] + p_xor [ 6 ] + p_xor [ 7 ];
    ones_xnor   <= p_xnor [0]  + p_xnor [1] + p_xnor [2] + p_xnor [3] + p_xnor [4] + p_xnor [5] + p_xnor [6] + p_xnor [7] ;
 end 
always @ (posedge pixel_clk) 
begin    
    active_2    <= active_1; 
    ctl_2       <= ctl_1; 
    if (( ones_1 > 4 ) || (ones_1 == 4 && pdata_1 [0 ] == 1'b0 )) begin 
        pdata_2 <= p_xnor;
        ones_2  <= ones_xnor; 
        zeros_2 <= 8 - ones_xnor; 
        diff_2  <= $signed(ones_xnor) + $signed (ones_xnor) - 8 ; 
    end else begin 
        pdata_2 <= p_xor; 
        ones_2  <= ones_xor; 
        zeros_2 <= 8 - ones_xor; 
        diff_2  <= $signed (ones_xor) + $signed ( ones_xor) - 8 ; 
    end 
end 
always @ (posedge pixel_clk) 
begin    
    if (rst) begin 
        tdata   <= 10'b 11_0101_0100; 
        disparity <= 0 ; 
    end else if (~active_2) begin   
        if (ctl == 2'b00) begin 
            tdata <= 10'b 11_0101_0100;
        end else if ( ctl == 2'b01) begin 
            tdata <= 10'b 00_1010_1011;
        end else if ( ctl == 2'b10) begin 
            tdata <= 10'b 01_0101_0100;
        end else begin 
            tdata <= 10'b 10_1010_1011; 
        end 
        disparity <=0 ;  
     end else begin  
           if (( disparity ==  0 )  || (ones_2 == 4) ) begin 
                if ( pdata_2 [ 8 ] ) begin 
                    tdata <= { 1'b0 , 1'b1 , pdata_2 [ 7 : 0 ] }; 
                    disparity <= disparity + diff_2 ; 
                end else begin 
                    tdata <= { 1'b1 , 1'b0 , ~pdata_2 [ 7 : 0 ] }; 
                    disparity <= disparity - diff_2 ;
                end 
           end else begin 
               if (( disparity > 0 && ones_2 > 4 ) || (disparity < 0 && ones_2 < 4)) begin 
                    if (pdata_2 [ 8 ] ) begin 
                        tdata <= { 1'b1 , 1'b1 , ~pdata_2 [ 7 : 0 ] }; 
                        disparity <= disparity - diff_2 + 2  ;
                    end else begin 
                        tdata <= { 1'b1 , 1'b0 , ~pdata_2 [ 7 : 0 ] }; 
                        disparity <= disparity - diff_2   ;    
                    end 
               end else begin 
                   if (pdata_2 [ 8 ] ) begin 
                        tdata <= {1'b0, 1'b1, pdata_2 [ 7 : 0 ] } ; 
                        disparity <= disparity + diff_2; 
                   end else begin 
                        tdata <= {1'b0, 1'b0, pdata_2 [ 7 : 0 ] } ; 
                        disparity <= disparity + diff_2 -2 ;
                   end 
               end 
            end 
    end
 end 
 assign tmds_data = tdata;  
endmodule
### flow/run.sh
#!/bin/bash
# OpenROAD 26Q1-2900-gdf79404cd8, Yosys 0.63+post, stock flow scripts
make -C /OpenROAD-flow-scripts/flow DESIGN_CONFIG=/design/flow/config.mk WORK_HOME=/design/flow/orfs finish
### flow/constraint.sdc
current_design tmds_encode

set clk_period 4.7
set clk_io_pct 0.2

create_clock -name clk0 -period $clk_period [get_ports {pixel_clk}]

set non_clock_inputs [all_inputs -no_clocks]
set_input_delay [expr $clk_period * $clk_io_pct] -clock clk0 $non_clock_inputs
set_output_delay [expr $clk_period * $clk_io_pct] -clock clk0 [all_outputs]
==> notes.md <==
Implementation summary

The required time at the endpoint of the critical path is 4.88 ns. The accumulated negative setup slack is 0 ns. Setup repair after global routing left no endpoint under its margin. The arrival time at the worst endpoint is 4.24 ns. By area the synthesized netlist is led by sky130_fd_sc_hd__dfxtp_1 (32%), sky130_fd_sc_hd__ha_1 (15%), sky130_fd_sc_hd__xnor2_1 (9.6%), sky130_fd_sc_hd__fa_1 (9.2%), sky130_fd_sc_hd__inv_1 (6.0%).

At the floorplan stage, the core utilization is reported as 53.44%. The number of sinks on the clock net is 45. The worst-case hold slack is roughly 0.33 ns. The worst setup path is launched from an input port. In the routed netlist, the antenna diode instances number 0.

CTS placed an instance of sky130_fd_sc_hd__clkbuf_8 at the clock tree root. Entering global routing, the biggest net connects 19 pins. 23 I/O pins were placed. The clock insertion delay at the later pin of the skew report is 0.29 ns.

After synthesis the cells add up to 0.002816 sq mm. The most used flip-flop cell after synthesis is sky130_fd_sc_hd__dfxtp_1. The number of remaining DRC errors is 0.

The run reported a max-capacitance violation count of 0. The number of synthesized register bits is 45. Dividing the synthesized area by the synthesized cell count gives 9.779 sq um. Per the hold report, the tightest min-delay path originates at active_1.

The first global-routing pass estimated ~8500 um of wire. The post-synthesis to final-layout area growth is 13.02%. The final report gives the standard cell area, fillers excluded, as ~0.0032 sq mm. CTS reports a maximum clock tree buffer depth of 2. Yosys reports that the leading cell type by area covers 31.99% of the netlist area. Of all nets on the critical path, the largest fanout is 5. The cell-mix breakdown from Yosys lists the compound-gate area share as 8.663%. OpenROAD reports that the post-layout worst path occupies 86.34% of the period.

In the final report, the number of pins over their slew limit comes to 0. The ratio of routed vias to standard cells is 4.620. The detailed router reported a total wirelength of 4546 um.

The switching power of the nets is 961.5 uW. The proportion of power drawn by combinational gates is a little over three fifths. The arithmetic-cell share of the synthesized area counting full adders, half adders and majority gates is between 20 and 25%. The post-cts sizing count is 0. The CTS H-tree depth is 2. The flow ran to the end, and the final reports show no timing, DRC or antenna violations. The instance count after placement with tap cells included is 374. The highest clock rate this design can be run at is 246.4 MHz. The number of antenna violations at the first check in global routing is 0. The worst slew margin relative to its limit is 59.30%. Yosys mapped a number of flops with a built-in enable equal to 0.

On the worst setup and hold paths after CTS, the clock-pin slew comes to 0.08 ns. The horizontal extent of the die is between 70 and 80 um. The netlist uses 35 different library cells.

The hold-fix buffer count after cts is 0. The post-detailed-placement half-perimeter wirelength is 3700 um. The die covers approximately 0.0059 sq mm. The flow reports that sequential cells draw 27.5% of the design power. Cells with a size suffix above 1 make up roughly 6.1% of the layout. The post-synthesis sequential area ratio is 31.99%. The start-to-end type of the worst setup path is in -> reg. The portion of synthesized area spent on multiplexers is 4.576%. After the first detailed-routing iteration, the DRC count stood at between 70 and 80.

The power share of the clock group is 9.6%. The final timing report lists a hold violation count of 0. The per-cell routed wire length is 11.90 um. The type of the most critical hold path is reg -> reg. The placement report lists the number of port buffers as 22. The flow reported a cell area power density of approximately 730 mW/mm^2. Nets still carrying antenna violations after routing amount to 0.

The post-route clock skew is 0.003782 ns. The origin of the worst setup path is pdata[0]. The sequential cell area is 900.9 sq um.

The final weighted congestion of routability-driven global placement is around 0.86. By count the netlist is led by sky130_fd_sc_hd__dfxtp_1 (45), sky130_fd_sc_hd__inv_1 (45), sky130_fd_sc_hd__ha_1 (34). Counting the buffers created by CTS gives 5. Across all layers, the routed design uses 1765 vias.

The first TritonRoute pass finished after 4 iterations. The share of the synthesized netlist area taken by xor and xnor gates is 15.42%. The total cells reported by yosys after synthesis is around 290. The total area of multi-input combinational cells is between 0.0015 and 0.002 sq mm. The floorplan row count is 26. The switching share of power is 41.36%. The final period demand of the worst path is slightly above 4 ns. The worst supply voltage drop on vdd is 0.0003581 V. The synthesized instance count is 288. The largest family of logic cells by area is adder cells.

Summed over all routing layers, the global router reports a total usage of 18.28%. The count of endpoints failing setup in the final report is 0. The via count of the first global-routing pass is 1838. The Yosys warning count is 1. Once layout is complete, the cells apart from fillers number between 300 and 400. The CTS tree is done. Of all flip-flops after synthesis, the portion carrying an async set or reset was 0%.

The tally of OpenROAD warnings is approximately 40. For the worst reg-to-reg path, the startpoint reported by OpenROAD is diff_2[3]. Internal power comes to ~1.4 mW.

STA classifies the critical path endpoint as a flop. The region available for standard cell placement spans 0.005270 sq mm. The placed instance area is roughly 0.0031 sq mm. The chip height is 77.05 um. The leakage power in the latest report is 1.435 nW. Global routing finished with a remaining overflow of 0. The post-synthesis chip area from yosys is ~0.0028 sq mm. In the final layout, the fill cell count is 477. The synthesized design spends more area on one cell type than any other, namely sky130_fd_sc_hd__dfxtp_1.

The post-synthesis share of cell area spent on and, or, nand and nor gates is 7.863%. The slew at the pin closest to its max-slew limit is 0.6097 ns. The final core area utilization is 60.40%. The post-CTS setup buffer count is 0.
## through the flow
step	total power [mW]	setup slack, ns
floorplan	1.803	1.089
global placement	2.128	0.3789
CTS	2.363	0.6286
finish	2.325	0.6422
detailed placement	2.124	0.3246
global route	2.608	0.4375
## final timing paths
path	slack, ns	depth (start not counted)	end
worst min register to register	0.33	0	active_2
worst min-delay path	0.33	0	active_2
worst max register to register	2.13	10	disparity[5]
worst max-delay path	0.64	11	ones_xnor[2]
## cell families after synthesis
kind of cell / after synthesis
buffers and inverters: 52
multiplexers: 11
XOR/XNOR: 47
flip-flops: 45
AND-OR/OR-AND: 40
AND/OR/NAND/NOR: 46
adder cells (fa/ha/maj): 47
## critical path, cell delays in order
cell,delay (ns)
sky130_fd_sc_hd__clkdlybuf4s50_1,0.51
sky130_fd_sc_hd__ha_1,0.44
sky130_fd_sc_hd__xor2_2,0.21
sky130_fd_sc_hd__xnor2_1,0.46
sky130_fd_sc_hd__xnor2_1,0.23
sky130_fd_sc_hd__inv_1,0.11
sky130_fd_sc_hd__fa_1,0.54
sky130_fd_sc_hd__inv_1,0.04
sky130_fd_sc_hd__ha_1,0.20
sky130_fd_sc_hd__fa_1,0.38
sky130_fd_sc_hd__xor2_1,0.16
## cells in the final DEF, fill, tap and decap left out, types with 5 or more instances in the layout
master                             n
sky130_fd_sc_hd__a21oi_1          20
sky130_fd_sc_hd__clkbuf_8          5
sky130_fd_sc_hd__clkdlybuf4s50_1  22
sky130_fd_sc_hd__dfxtp_1          45
sky130_fd_sc_hd__fa_1             13
sky130_fd_sc_hd__ha_1             34
sky130_fd_sc_hd__inv_1            45
sky130_fd_sc_hd__mux2_2            5
sky130_fd_sc_hd__mux2i_1           5
sky130_fd_sc_hd__nand2_1          14
sky130_fd_sc_hd__nor2_1           13
sky130_fd_sc_hd__nor2b_1           6
sky130_fd_sc_hd__o21ai_0           7
sky130_fd_sc_hd__xnor2_1          31
sky130_fd_sc_hd__xor2_1           13
## routing by layer
layer | track usage [%] | up-vias | wire length (um)
met2 | 28.84 | 23 | 2008
met5 | 0 | - | 0
li1 | - | 957 | -
met4 | 2.642 | 0 | 78
met3 | 1.935 | 6 | 112
met1 | 28.99 | 779 | 2348
## power by group through the flow
stage                 sequential [mW]  combinational [mW]  clock, mW
after CTS                       0.642                1.49      0.234
final                           0.640                1.46      0.224
after global routing            0.661                1.69      0.252
## final cells by class
| cell class | instances | area share [%] |
|---|---|---|
| sequential | 45 | 28.30 |
| clock buffer | 7 | 2.398 |
| multi-input combinational | 191 | 53.85 |
| timing repair buffer | 23 | 7.154 |
| clock inverter | 1 | 0.2358 |
| tap | 70 | 2.752 |
| inverter | 45 | 5.307 |
## flip-flops by register name, indices dropped and copies added, names as in the netlist
name	flops
ones_1	4
ones_xor	4
pdata_2	9
disparity	5
diff_2	5
active_1	1
ones_xnor	4
ones_2	2
tdata	10
active_2	1
Power and IR drop assume default switching activity.
