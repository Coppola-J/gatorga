[design/flow/run.sh]
#!/bin/bash
# OpenROAD 26Q1-2900-gdf79404cd8, Yosys 0.63+post, stock flow scripts
make -C /OpenROAD-flow-scripts/flow DESIGN_CONFIG=/design/flow/config.mk WORK_HOME=/design/flow/orfs finish
[design/flow/config.mk]
export PLATFORM = sky130hd
export DESIGN_NAME = alien_single
export DESIGN_NICKNAME = alien_single
export VERILOG_FILES = /design/flow/design.v
export SDC_FILE = /design/flow/constraint.sdc
export NUM_CORES = 4
export LEC_CHECK = 1
export CORE_UTILIZATION = 30
[design/flow/constraint.sdc]
current_design alien_single

set clk_period 13.6
set clk_io_pct 0.2

create_clock -name clk0 -period $clk_period [get_ports {pixel_clk}]

set non_clock_inputs [all_inputs -no_clocks]
set_input_delay [expr $clk_period * $clk_io_pct] -clock clk0 $non_clock_inputs
set_output_delay [expr $clk_period * $clk_io_pct] -clock clk0 [all_outputs]
[design/flow/design.v]
package params;
    parameter HRES = 1280;
    parameter VRES = 720;
    parameter PLAYABLE_AREA_H = 1280;
    parameter PLAYABLE_AREA_V = 720;
    parameter READY_COLOR = 24'hE5FF52;  
    parameter TITLE_COLOR = 24'h660094;  
    parameter PADDLE_VEL = 16;
    parameter PADDLE_W = 50;                 
    parameter PADDLE_H = 20;                 
    parameter PADDLE_COLOR = 24'hFF3C00;     
    parameter PUT = 2'h0;                    
    parameter LEFT = 2'h1;                   
    parameter RIGHT = 2'h2;                  
    parameter OBJECT_VEL = 0;    
    parameter OBJECT_COLOR = 24'h00FF90;          
    parameter OBJ_SIZE = 50;               
    parameter [1:0] DOWN_RIGHT = 2'b00;    
    parameter [1:0] DOWN_LEFT  = 2'b01;    
    parameter [1:0] UP_RIGHT   = 2'b10;    
    parameter [1:0] UP_LEFT    = 2'b11;    
    parameter GAMEOVER_H = 200;
    parameter GAMEOVER_VSTART = (VRES - GAMEOVER_H) >> 1;
    parameter RESTART_PAUSE = 128;
    parameter COLOR_GMO = 24'hDD4F83;
    parameter BULLET_W = 4;
    parameter BULLET_H = 16;
    parameter BULLET_SPEED = 16;
    parameter [23:0] BULLET_COLOR = 24'hFFFFFF;  
    parameter ENEMY_W = 32;
    parameter ENEMY_H = 28;
    parameter ENEMY_SPEED = 1;            
    parameter [23:0] ENEMY_COLOR = 24'h00AAFF;  
    parameter DROP = 32;
    parameter ALIEN_START = (VRES - PADDLE_H - BULLET_H) - (DROP * 17);  
    parameter SPACING_X = 50;
    parameter SPACING_Y = 16;
    parameter ENEMY_BULLET_COLOR = 24'hFF0000;  
    parameter NUM_COLS = 6;
    parameter NUM_ROWS = 10;
    parameter ALIEN_HSTART = (HRES - ((NUM_COLS * ENEMY_W) + ((NUM_COLS - 1) * SPACING_X))) / 2;
    parameter ALIEN_VSTART = (VRES - PADDLE_H - BULLET_H) - (DROP * 18);
    parameter ENEMY_BULLET_SPEED = 1;
endpackage
`timescale 1ns/1ps
import params::*;
module alien_single (
    input               pixel_clk,
    input               rst,
    input               fsync,
    input  signed [11:0] hpos,
    input  signed [11:0] vpos,
    input  logic signed [11:0] group_lhpos,
    input  logic signed [11:0] group_tvpos,
    input  logic [3:0]         row,
    input  logic [3:0]         col,
    input  wire               alien_hit,
    input  logic [7:0]         speed,
    output logic [23:0] pixel,
    output active,
    output logic alien_alive,
    output logic signed [11:0] lhpos,
    output logic signed [11:0] rhpos,
    output logic signed [11:0] tvpos,
    output logic signed [11:0] bvpos
);
    always_ff @(posedge pixel_clk) begin
        if (rst)
            alien_alive <= 1'b1;
        else if (fsync && alien_hit && alien_alive)
            alien_alive <= 1'b0;
    end
    always_comb begin
        lhpos = group_lhpos + col * (ENEMY_W + SPACING_X);
        rhpos = lhpos + ENEMY_W - 1;  
        tvpos = group_tvpos + row * (ENEMY_H + SPACING_Y);
        bvpos = tvpos + ENEMY_H - 1;  
    end
    assign active = (!alien_hit && alien_alive && hpos >= lhpos && hpos <= rhpos && vpos >= tvpos && vpos <= bvpos) ? 1'b1 : 1'b0;
    assign pixel = active ? ENEMY_COLOR : 24'h000000;
endmodule
==> results.ini <==
[run_status]
status = finished, final reports clean

[finish]
mostFrequentLayoutCell = clkdlybuf4s50_1
design_area_um2 = 4260
area_growth_pct = 40.6
final_cell_mix = clkdlybuf4s50_1 (121), ha_1 (90), inv_1 (51), xnor2_1 (28), a21o_1 (22)
drive_gt1_share_pct = 4.85
largest-register = alien_alive
top_regs = alien_alive: 1 flops
utilization_pct = 43.6
largest_reg_flops = 1

[power]
seqPwrFrac_pct = 0.7
pwr_density_cell_nw_per_um2 = 109
combPwrFrac_pct = 99.3
switchingPower_mw = 0.202
power_frac_clock_pct = 0
intPower_mw = 0.260
netSwitchingFraction_pct = 43.7
p_total_mw = 0.462
p_leak_nw = 2.11
vdd_drop_max_mv = 0.0594

[synth]
synth_cell_type_count = 55
xor_share_pct = 14.0
synth_seq_share_pct = 0.661
yosysTopAreaCellShare_pct = 37.2
ys_cells = 368
syn_area_per_cell_um2 = 8.23
syn_inst = 368
yosysChipArea_um2 = 3030
compound_area_share_pct = 20.2
synthesis.area_um2 = 3030
yosys.area_share.simple_pct = 12.4
synthFlopType = dfxtp_1
synth-edff-count = 0
synthMuxAreaShare_pct = 0.331
top_cells_by_area = ha_1 (37%), xnor2_1 (8.1%), buf_4 (6.7%), inv_1 (6.3%), a21o_1 (5.5%)
adder_share_pct = 39.2
synth_warnings = 1
ys_ff = 1
top_logic_kind = adder cells
yosys.area.top_type = ha_1
synthArstFlopShare_pct = 0

[global_route]
grt-ovfl-total = 0
track_usage_pct = 13.9
grt_pass1_vias = 2495
antenna_found_initial = 0
grt_pass1_wl_um = 11600
grt_max_degree = 14

[placement]
place_area_um2 = 4260
portBuffers = 121
place_ws_ns = 2.54
dp_hpwl_um = 6910
place.gp.congestion = 0.849

[setup_path]
cp.required_ns = 10.88
startpoint_type = input pin
ff2ff_path_depth = 1
r2r_setup_slack_ns = 13.00
endpoint = pixel[2]
path_class = input pin to output pin
cp.arrival_ns = 8.29
path_cells = clkdlybuf4s50_1 > ha_1 > ha_1 > fa_1 > xor2_1 > ha_1 > and2_1 > a32o_1 > o211ai_1 > nand2_1 > xor2_1 > nand3_2 > xnor2_1 > ha_1 > nand4_1 > or2_2 > o221ai_1 > mux2i_1 > nor4_2 > buf_4 > clkdlybuf4s50_1
rr_startpoint = alien_alive
setup.worst_path.start = row[0]
crit_slowest_cell = clkdlybuf4s50_1
critPathMaxStageDelay_ns = 0.47
crit_fanout = 13
cpMostUsedCell = ha_1
r2r_end = alien_alive
critPathCaptureType = output pin

[cts]
cts_hold_buf = 0
postCtsSetupBuffers = 0
insertion_delay_ns = 0
clk_pin_slew_ns = 0
cts_resized = 0

[detailed_routing]
num_antenna_cells = 0
vias = 2751
drt_wl_total_um = 7380
via_per_inst = 4.53
first_pass_iters = 4
drcViolationCount = 0
post_drt_wl_per_cell_um = 12.2
drtIter0Drc = 55
final_antenna_net_count = 0

[sta]
setup_ws_ns = 2.59
fin_tns_setup_ns = 0
rsz0062_at_grt = false
timing.final.crit_share_pct = 81.0
finClkSkew_ns = 0
clock.fmax_ghz = 0.0908
maxSlewViolCount = 0
hold_violations = 0
setup_viol = 0
finalCriticalPeriod_ns = 11.01

[flow_run]
tool_warnings = 40
cap_viol_max_count = 0

[floorplan]
die_w_um = 102
ioPinCount = 142
num_rows = 36
design.core.area_um2 = 9770
fp_util_pct = 31.0
die_y_um = 102
die-area_um2 = 10500

[min_path]
min_path_type = flop to flop

[synthesized netlist by cell type (2+ instances only)]
cell type and n:
a21o_1 22, a21oi_1 20, a21oi_2 2, a31oi_1 3, and2_1 2, and3_1 4, and4_1 2, buf_4 27
fa_1 3, ha_1 90, inv_1 51, nand2_1 10, nand2b_1 2, nand3_1 6, nand3_2 2, nand4_1 7
nor2_1 8, nor2b_1 6, nor3_2 2, o2111ai_1 3, o211ai_1 3, o21a_1 4, o21ai_0 12, o21ai_2 2
o21bai_1 2, o221ai_1 2, or2_2 2, xnor2_1 28, xnor2_2 2, xor2_1 13, xor2_2 2
[through the flow]
step           cells  hold slack (ns)
6_report         607            0.525
5_1_grt          607            0.529
4_1_cts          607            0.518
3_5_place_dp     607            0.514
3_3_place_gp     607            0.495
2_1_floorplan    379            0.418
[power by group through the flow]
stage	clock [mW]	combinational [mW]	sequential, mW
CTS	0	0.468	0.00342
global route	0	0.518	0.00343
finish	0	0.459	0.00344
[critical path: cells and delay by family]
family / cells / cell delay, ns
fa+ha+maj: 5 / 1.78
mux: 1 / 0.12
buf+inv: 3 / 1.15
simple gates: 6 / 1.09
compound gates: 3 / 0.70
xor+xnor: 3 / 0.72
[per-layer routing]
layer	up-vias	global-route usage [%]	part of all wire (%)
li1	1485	-	-
met1	1209	21.2	51
met2	53	23.0	45
met3	4	0.417	3.0
met4	0	0.879	0.89
met5	-	0	0
[cell families (layout without fill, tap and decap cells)]
| family | count (synthesis) | count (layout) |
|---|---|---|
| adders and majority gates | 93 | 93 |
| AOI/OAI and AO/OA | 87 | 87 |
| buffers and inverters | 79 | 174 |
| and+or+nand+nor | 61 | 61 |
| xor gates and xnor gates | 45 | 45 |
| other | 1 | 12 |
| muxes | 1 | 1 |
| DFF | 1 | 1 |
[worst min-delay path by stage]
stage | start | to | cells past startpoint
CTS | alien_alive | alien_alive | 1
global route | alien_alive | alien_alive | 1
finish | alien_alive | alien_alive | 1
[final cells by class]
type | instances | area (um2)
timing repair buffer | 122 | 1220
inverter | 52 | 195
fill | 961 | 5520
multi-input combinational | 299 | 2660
sequential | 1 | 20.0
tap | 133 | 166
