==> design.v <==
package params;
    parameter HRES = 1280;
    parameter VRES = 720;
    parameter PLAYABLE_AREA_H = 1280;
    parameter PLAYABLE_AREA_V = 720;
    parameter READY_COLOR = 24'hE5FF52;  
    parameter TITLE_COLOR = 24'h660094;  
    parameter PADDLE_VEL = 16;
    parameter PADDLE_W = 50;                 
    parameter PADDLE_H = 20;                 
    parameter PADDLE_COLOR = 24'hFF3C00;     
    parameter PUT = 2'h0;                    
    parameter LEFT = 2'h1;                   
    parameter RIGHT = 2'h2;                  
    parameter OBJECT_VEL = 0;    
    parameter OBJECT_COLOR = 24'h00FF90;          
    parameter OBJ_SIZE = 50;               
    parameter [1:0] DOWN_RIGHT = 2'b00;    
    parameter [1:0] DOWN_LEFT  = 2'b01;    
    parameter [1:0] UP_RIGHT   = 2'b10;    
    parameter [1:0] UP_LEFT    = 2'b11;    
    parameter GAMEOVER_H = 200;
    parameter GAMEOVER_VSTART = (VRES - GAMEOVER_H) >> 1;
    parameter RESTART_PAUSE = 128;
    parameter COLOR_GMO = 24'hDD4F83;
    parameter BULLET_W = 4;
    parameter BULLET_H = 16;
    parameter BULLET_SPEED = 16;
    parameter [23:0] BULLET_COLOR = 24'hFFFFFF;  
    parameter ENEMY_W = 32;
    parameter ENEMY_H = 28;
    parameter ENEMY_SPEED = 1;            
    parameter [23:0] ENEMY_COLOR = 24'h00AAFF;  
    parameter DROP = 32;
    parameter ALIEN_START = (VRES - PADDLE_H - BULLET_H) - (DROP * 17);  
    parameter SPACING_X = 50;
    parameter SPACING_Y = 16;
    parameter ENEMY_BULLET_COLOR = 24'hFF0000;  
    parameter NUM_COLS = 6;
    parameter NUM_ROWS = 10;
    parameter ALIEN_HSTART = (HRES - ((NUM_COLS * ENEMY_W) + ((NUM_COLS - 1) * SPACING_X))) / 2;
    parameter ALIEN_VSTART = (VRES - PADDLE_H - BULLET_H) - (DROP * 18);
    parameter ENEMY_BULLET_SPEED = 1;
endpackage
module collision_controller (
    input pixel_clk,
    input rst,
    input fsync,
    input logic bullet_active,
    input logic alien_alive,
    input signed [11:0] bullet_left,
    input signed [11:0] bullet_right,
    input signed [11:0] bullet_top,
    input signed [11:0] bullet_bottom,
    input signed [11:0] alien_lhpos,
    input signed [11:0] alien_rhpos,
    input signed [11:0] alien_tvpos,
    input signed [11:0] alien_bvpos,
    output wire alien_hit
);
assign alien_hit = (!rst && fsync && bullet_active && alien_alive &&
                bullet_right >= alien_lhpos &&
                bullet_left  <= alien_rhpos &&
                bullet_bottom >= alien_tvpos &&
                bullet_top    <= alien_bvpos);
endmodule
==> run.sh <==
#!/bin/bash
# OpenROAD 26Q1-2900-gdf79404cd8, Yosys 0.63+post, stock flow scripts
make -C /OpenROAD-flow-scripts/flow DESIGN_CONFIG=/design/flow/config.mk WORK_HOME=/design/flow/orfs finish
==> config.mk <==
export PLATFORM = sky130hd
export DESIGN_NAME = collision_controller
export DESIGN_NICKNAME = collision_controller
export VERILOG_FILES = /design/flow/design.v
export SDC_FILE = /design/flow/constraint.sdc
export NUM_CORES = 4
export LEC_CHECK = 1
export CORE_AREA = 10 10 107 107
export DIE_AREA = 0 0 117 117
==> constraint.sdc <==
current_design collision_controller

set clk_period 4.7
set clk_io_pct 0.2

create_clock -name clk0 -period $clk_period

set non_clock_inputs [all_inputs -no_clocks]
set_input_delay [expr $clk_period * $clk_io_pct] -clock clk0 $non_clock_inputs
set_output_delay [expr $clk_period * $clk_io_pct] -clock clk0 [all_outputs]
==> impl_metrics.json <==
{
  "fp_util_pct": 13.7,
  "grt_max_degree": 5,
  "drt-vias-per-instance": 3.85,
  "finalPower_w": 0.000174,
  "hold_slack_ns": 3.11,
  "grt_overflow": 0,
  "drc": 0,
  "maxSlewViolCount": 0,
  "start_kind": "primary input",
  "io_pins": 102,
  "drt_iter0_drc": 24,
  "clock_buffers": 0,
  "rows": 35,
  "hpwl_mm": 4.31,
  "tns_ns": 0,
  "status": "complete, no violations",
  "layout.cells.non_filler": 380,
  "finalSetupViolCount": 0,
  "yosysTopAreaCell": "ha_1",
  "die_w_um": 117,
  "dr.pass1.iters": 2,
  "synth_cells": 168,
  "ys_area_um2": 1260,
  "fillers": 977,
  "gp_congestion": 0.753,
  "crit_type": "primary input to primary output",
  "yosysTopAreaCellShare_pct": 47.7,
  "core_um2": 9200,
  "leakage_nw": 1.18,
  "antenna_found_initial": 0,
  "syn2layout_area_growth_pct": 91.3,
  "grt_usage_pct": 5.91,
  "numPortBuffers": 101,
  "power.density_nw_per_um2": 72.3,
  "maxCapViolCount": 0,
  "dpl_cell_area_um2": 2410,
  "worstMarginPinSlew_ns": 0.515,
  "design.seq.count": 0,
  "avgSynthCellArea_um2": 7.50,
  "regArea_um2": 0,
  "drive_above_1_share_pct": 1.86,
  "synth_stat.cells": 168,
  "p_switching_w": 0.0000594,
  "ctsHoldBuffers": 0,
  "p_clk_share_pct": 0,
  "ys_types": 30,
  "period_used_pct": 96.0,
  "place_inst": 380,
  "critPathMaxFanout": 2,
  "die_area_um2": 13700,
  "cp_data_arrival_time_ns": 3.57,
  "via_count": 1463,
  "final_cell_mix": "101 x clkdlybuf4s50_1, 49 x inv_1, 48 x ha_1, 13 x a21oi_1",
  "cts_setup_buffers": 0,
  "cts_resized": 0,
  "yosysSeqAreaShare_pct": 0,
  "seqPwrFrac_pct": 0,
  "design_area_um2": 2410,
  "rsz0062_at_grt": "no",
  "grt_pass1_vias": 1540,
  "slew_headroom_pct": 65.1,
  "pwr-share-comb_pct": 100.0,
  "layout_top_cell": "clkdlybuf4s50_1",
  "diodes": 0,
  "switching_share_pct": 34.1,
  "openroad.warnings": 33,
  "finalHoldViolCount": 0,
  "synthesis.area_um2": 1260,
  "routedWlPerCell_um": 11.4,
  "die_h_um": 117,
  "crit_required_ns": 3.76,
  "min_path_type": "primary input to primary output",
  "vdd_ir_drop_max_mv": 0.0268,
  "ys_warn_count": 0,
  "topCellsByArea": "ha_1 48%, inv_1 15%, a21oi_1 5.2%",
  "ant_nets": 0,
  "grt_first_pass_wirelength_mm": 6.69,
  "fmax_ghz": 0.222,
  "worst_setup_path_end_kind": "primary output",
  "period_needed_ns": 4.51,
  "wirelength_mm": 4.34,
  "internal_power_w": 0.000115
}
## per-layer routing
layer,global-route usage (%),vias up,part of all wire (%)
met5,0,-,0
li1,-,804,-
met3,1.39,0,7.4
met2,11.7,41,53
met1,6.57,618,39
met4,0,0,0
## power by group through the flow
stage,clock [W],sequential (W),combinational [W]
CTS,0,0,0.000177
finish,0,0,0.000174
global route,0,0,0.000197
## logic make-up after synthesis
family / synth area share [%]
buffers and inverters: 14.6
AOI/OAI and AO/OA: 22.1
and+or+nand+nor: 15.6
adders and majority gates: 47.7
## critical path: stages
cell and delay (ns):
clkdlybuf4s50_1 0.45, inv_1 0.04, ha_1 0.28, a21o_1 0.19
a2111oi_2 0.33, o21ai_0 0.13, o21ai_1 0.19, o311ai_1 0.20
a311oi_2 0.27, clkdlybuf4s50_1 0.54
## final cells by class
class	count	area (µm²)	share of cell area, %
inverters	49	184	7.63
multi-input cells	119	1080	44.7
repair buffers	101	1010	42.0
well taps	111	139	5.76
## metrics by stage
step | worst slack (ns) | utilization (%)
floorplan | 1.42 | -
global placement | 0.0775 | 26.2
detailed placement | 0.0461 | 26.2
CTS | 0.0316 | 26.2
global route | 0.0338 | 26.2
finish | 0.189 | 26.2
## final timing paths
path  depth (start not counted)  slack (ns)             from         to
max                          10        0.19   alien_rhpos[9]  alien_hit
min                           6        3.11  alien_bvpos[10]  alien_hit
## Yosys cell counts (2+ instances only)
cell type	number
and3_1	2
nand4_1	6
and4_1	4
nand3_1	4
inv_1	49
a21oi_1	13
nor2b_1	4
ha_1	48
or2_2	2
o211ai_1	4
a21o_1	6
o21ai_0	4
nand2_1	5
Power and IR drop assume default switching activity.
